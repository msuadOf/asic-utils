==> design.v <==
module asyn_fifo#(
	parameter DATA_WIDTH = 8,
	parameter DATA_DEPTH = 32
	)(
	input wr_clk,
	input wr_rst,
	input wr_en,
	input [DATA_WIDTH - 1 : 0] wr_data,
	output reg full,
	input rd_clk,
	input rd_rst,
	input rd_en,
	output reg [DATA_WIDTH - 1 : 0] rd_data,
	output reg empty
    );
	reg [DATA_WIDTH - 1 : 0] fifo_buffer[0 : DATA_DEPTH - 1];
	reg [$clog2(DATA_DEPTH) : 0] wr_pointer = 0, rd_pointer = 0; 
	always@(posedge wr_clk) begin
		if(wr_rst) begin
			wr_pointer <= 0;
		end
		else if(wr_en) begin
			wr_pointer <= wr_pointer + 1;
			fifo_buffer[wr_pointer] <= wr_data;
		end
	end
	always@(posedge rd_clk) begin
		if(rd_rst) begin
			rd_pointer <= 0;
		end
		else if(rd_en) begin
			rd_pointer <= rd_pointer + 1;
			rd_data <= fifo_buffer[rd_pointer];
		end
	end
	wire [$clog2(DATA_DEPTH) : 0] wr_ptr_g, rd_ptr_g; 
	assign wr_ptr_g = wr_pointer ^ (wr_pointer >>> 1);
	assign rd_ptr_g = rd_pointer ^ (rd_pointer >>> 1);
	reg [$clog2(DATA_DEPTH) : 0] wr_ptr_gr, wr_ptr_grr, rd_ptr_gr, rd_ptr_grr; 
	always@(rd_clk) begin
		if(rd_rst) begin
			wr_ptr_gr <= 0;
			wr_ptr_grr <= 0;
		end
		else begin
			wr_ptr_gr <= wr_ptr_g;
			wr_ptr_grr <= wr_ptr_gr;
		end
	end
	always@(wr_clk) begin
		if(wr_rst) begin
			rd_ptr_gr <= 0;
			rd_ptr_grr <= 0;
		end
		else begin
			rd_ptr_gr <= rd_ptr_g;
			rd_ptr_grr <= rd_ptr_gr;
		end
	end
	always@(posedge rd_clk) begin
		if(rd_rst) empty <= 0;
		else if(wr_ptr_grr == rd_ptr_g) begin
			empty <= 1;
		end
		else empty <= 0;
 	end
 	always@(posedge wr_clk) begin
 		if(wr_rst) full <= 0;
 		else if( (rd_ptr_grr[$clog2(DATA_DEPTH) - 2 : 0] == wr_ptr_g[$clog2(DATA_DEPTH) - 2 : 0])
 			&& ( rd_ptr_grr[$clog2(DATA_DEPTH)] != wr_ptr_g[$clog2(DATA_DEPTH)] ) && ( rd_ptr_grr[$clog2(DATA_DEPTH) - 1] != wr_ptr_g[$clog2(DATA_DEPTH) - 1] ) ) begin
 			full <= 1;
 		end
 		else full <= 0;
 	end
always@(posedge wr_clk or posedge wr_rst) begin
    if(wr_rst) begin
        wr_pointer <= 0;
    end
    else if(wr_en) begin
        if(!((rd_ptr_grr[$clog2(DATA_DEPTH) - 2 : 0] == wr_ptr_g[$clog2(DATA_DEPTH) - 2 : 0])
 			&& ( rd_ptr_grr[$clog2(DATA_DEPTH)] != wr_ptr_g[$clog2(DATA_DEPTH)] ) && ( rd_ptr_grr[$clog2(DATA_DEPTH) - 1] != wr_ptr_g[$clog2(DATA_DEPTH) - 1] ))) begin
            wr_pointer <= wr_pointer + 1;
        end
        else begin
            wr_pointer <= wr_pointer;
        end
    end
    else  begin
        wr_pointer <= wr_pointer;
    end
end
always@(posedge rd_clk or posedge rd_rst) begin
    if(rd_rst) begin
        rd_pointer <= 0;
    end
    else if(rd_en) begin
        if(wr_ptr_grr != rd_ptr_g) begin
            rd_pointer <= rd_pointer + 1;
        end
        else begin
            rd_pointer <= rd_pointer;
        end
    end
    else  begin
        rd_pointer <= rd_pointer;
    end
end
endmodule
==> run.sh <==
#!/bin/bash
# OpenROAD 26Q1-2900-gdf79404cd8, Yosys 0.63+post, stock flow scripts
make -C /OpenROAD-flow-scripts/flow DESIGN_CONFIG=/design/flow/config.mk WORK_HOME=/design/flow/orfs finish
==> config.mk <==
export PLATFORM = sky130hd
export DESIGN_NAME = asyn_fifo
export DESIGN_NICKNAME = asyn_fifo
export VERILOG_FILES = /design/flow/design.v
export SDC_FILE = /design/flow/constraint.sdc
export NUM_CORES = 4
export LEC_CHECK = 1
export CORE_UTILIZATION = 40
==> constraint.sdc <==
current_design asyn_fifo

set clk_period 4.6
set clk_io_pct 0.2

create_clock -name clk0 -period $clk_period [get_ports {rd_clk}]
create_clock -name clk1 -period $clk_period [get_ports {wr_clk}]

set non_clock_inputs [all_inputs -no_clocks]
set_input_delay [expr $clk_period * $clk_io_pct] -clock clk0 $non_clock_inputs
set_output_delay [expr $clk_period * $clk_io_pct] -clock clk0 [all_outputs]
==> summary.txt <==
Physical implementation.

- In this run, synthesis produced a sequential element count of 290.
- Per the synthesis report, the XOR/XNOR share of the synthesized area is roughly 1.7%.
- The flow did not finish.
- The number of warnings reported in the yosys synthesis log is 1.
- The tool reported: "ERROR: Found 12 problems in 'check -assert'".
- The post-synthesis cell count from yosys is 572.
- The proportion of synthesized area in mux cells is ~17%.
- After synthesis, flip-flops and latches occupy 73.5% of the total area.
- The failing step is synthesis (1_2_yosys).
- After Yosys synthesis, and, or, nand and nor cells account for 3.86% of the synthesized area.
- For this run, the chip area from Yosys synthesis comes to between 0.01 and 0.015 sq mm.
- In this run, the synthesized area fraction spent on adder and majority cells is recorded as 1.51%.
- The aoi/oai-family share of the synthesized area is approximately 1.5%.
- Of the combinational cells, the family taking the most area is multiplexers.
- The number of different library cells in the post-synthesis netlist is 40.
[Yosys cell counts]
cell	n	area (sq um)
sky130_fd_sc_hd__o21ai_0	3	15.0
sky130_fd_sc_hd__nand2_1	18	67.6
sky130_fd_sc_hd__buf_2	4	20.0
sky130_fd_sc_hd__inv_1	7	26.3
sky130_fd_sc_hd__a41oi_1	2	17.5
sky130_fd_sc_hd__mux2i_1	1	10.0
sky130_fd_sc_hd__or2_2	3	18.8
sky130_fd_sc_hd__nand4bb_1	1	11.3
sky130_fd_sc_hd__and4_1	1	8.76
sky130_fd_sc_hd__mux2_2	9	101
sky130_fd_sc_hd__dfxtp_1	14	280
sky130_fd_sc_hd__a31oi_1	2	12.5
sky130_fd_sc_hd__nand3b_1	2	15.0
sky130_fd_sc_hd__buf_6	4	45.0
sky130_fd_sc_hd__a21oi_1	5	25.0
sky130_fd_sc_hd__nor4_1	1	6.26
sky130_fd_sc_hd__xnor2_1	13	114
sky130_fd_sc_hd__nand2b_1	6	37.5
sky130_fd_sc_hd__o22ai_1	2	12.5
sky130_fd_sc_hd__nand4_1	1	6.26
sky130_fd_sc_hd__o21ai_1	1	5.00
sky130_fd_sc_hd__dfrtp_1	12	300
sky130_fd_sc_hd__edfxtp_1	264	7930
sky130_fd_sc_hd__o221ai_1	3	26.3
sky130_fd_sc_hd__nor2_1	45	169
sky130_fd_sc_hd__buf_1	1	3.75
sky130_fd_sc_hd__nor4b_1	1	8.76
sky130_fd_sc_hd__clkbuf_1	19	71.3
sky130_fd_sc_hd__nor3_1	2	10.0
sky130_fd_sc_hd__and3_1	1	6.26
sky130_fd_sc_hd__nand3_1	8	40.0
sky130_fd_sc_hd__xor2_1	9	78.8
sky130_fd_sc_hd__nor4bb_1	1	10.0
sky130_fd_sc_hd__and2_1	1	6.26
sky130_fd_sc_hd__a211oi_1	2	15.0
sky130_fd_sc_hd__mux4_2	80	1800
sky130_fd_sc_hd__o32ai_1	2	17.5
sky130_fd_sc_hd__o21bai_1	3	22.5
sky130_fd_sc_hd__ha_1	14	175
sky130_fd_sc_hd__nor2b_1	4	25.0
[logic make-up after synthesis]
kind of cell,Yosys count
buffers and inverters,35
adders and majority gates,14
muxes,90
and+or+nand+nor,96
AOI/OAI and AO/OA,25
xor gates and xnor gates,22
DFF,290
